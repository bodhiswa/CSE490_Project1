## design/flow/config.mk

```make
export PLATFORM = sky130hd
export DESIGN_NAME = pc_inc
export DESIGN_NICKNAME = pc_inc
export VERILOG_FILES = /design/flow/design.v
export SDC_FILE = /design/flow/constraint.sdc
export NUM_CORES = 4
export LEC_CHECK = 1
export CORE_AREA = 10 10 70 70
export DIE_AREA = 0 0 80 80
```

## design/flow/constraint.sdc

```tcl
current_design pc_inc

set clk_period 1.6
set clk_io_pct 0.2

create_clock -name clk0 -period $clk_period [get_ports {CLK}]

set non_clock_inputs [all_inputs -no_clocks]
set_input_delay [expr $clk_period * $clk_io_pct] -clock clk0 $non_clock_inputs
set_output_delay [expr $clk_period * $clk_io_pct] -clock clk0 [all_outputs]
```

## design/flow/run.sh

```bash
#!/bin/bash
# OpenROAD 26Q1-2900-gdf79404cd8, Yosys 0.63+post, stock flow scripts
make -C /OpenROAD-flow-scripts/flow DESIGN_CONFIG=/design/flow/config.mk WORK_HOME=/design/flow/orfs finish
```

## design/flow/design.v

```verilog
`timescale 1ns / 1ps
module pc_inc(next, current, jumpSelect, address, CLK);
  output reg [7:0] next;
  input [7:0] current;
  input [4:0] address;
  input jumpSelect;
  input CLK;
  initial
    begin
      next = 8'b11111111;
    end
  always @(posedge CLK) begin
  	case(jumpSelect)
  	1'b0: next = current;
  	1'b1: 
  	   begin
  	      next = 0;
          next[4:0] = address-1;
       end
    endcase
  end
endmodule
```

==> results.txt <==
fresh numbers from the pnr run: Log Warnings 25, Chip Width 80 µm, Hold Path Depth 2, Top non-seq family simple AND/OR/NAND/NOR gates, initial antenna violation count 0, Critical Path RT 1.28 ns, Sink Count 8, IO Port Bufs 22, post_cts resized 0, Clock Tree Root clkbuf_4, Final Slew Violations 0, CP Launch Type flip-flop, cells after synthesis 29, initial DRC count 5, H-Tree Depth 1, Post-synth seq share 52.7%, dpl ws roughly 0.020 ns, ys cells 29, relative max-transition margin 88.7%, Max Cap Viol 0, Placer Congestion 0.754, Worst-path clk slew 0.05 ns, TritonRoute pass-1 iters 2, fmax about 0.74 GHz, Post-Route WL slightly below 1 mm, static leakage between 0.2 and 0.25 nW, Pwr Density 750 nW/µm², CTS buffer count 3, Die H 80 µm, syn_area_per_cell between 10 and 15 µm², critical path data arrival time 1.03 ns, DIE AREA approximately 6400 µm², Adders+Majority by Area under 10%, Period minus WS final approximately 1.3 ns, critical path depth 1, share of layout cells above drive strength 1 16.1%, slowest CP cell clkdlybuf4s50_1, largest net degree at the start of global routing 11, CTS hold repair buffers 0, Basic Gates by Area 17.3%, Max IR drop VDD between 0.1 and 0.15 mV, setup violators final 0, crit path max fanout 1, core area 3420 µm², global-route usage over all layers 3.16%, Final WS setup 0.254 ns, number of routed nets with antenna violations 0, Max clock buf depth 2, RSZ-0062 raised after global routing false, WL per Instance around 10 µm, delay-heaviest family, CP buffers and inverters, DP Wirelength roughly 920 µm, Tcrit/Tclk final ~84%, most instantiated logic cell after routing clkdlybuf4s50_1, Util after Layout 18.2%, Area Overhead vs Synth 105%, status completed, Post-Synth AOI/OAI Area 4.94%, global-route wire length before repair roughly 1.5 mm, io pins 23, largest stage delay on the critical path 0.48 ns, post-synthesis cell area 304 µm², number of remaining DRC errors 0, row count 21, CP Cell Sequence clkdlybuf4s50_1, Fin Setup TNS 0 ns, Fin. Hold Viols 0, vias in the first global route 320, XOR/XNOR Area Share 8.64%, antenna diode count 0, most instantiated logic cells after routing 22 x clkdlybuf4s50_1, 8 x dfxtp_1, Cell Type Count 12, HP Class primary input to flip-flop, Pwr Total between 400 and 500 µW, FP Core Util 8.90%, Worst-Margin Slew about 0.17 ns, Synth mux share 7.00%, Critical Path Sink next[0], setup bufs post-CTS 0, via/cell ratio 2.72, YS warnings 1, Vias 277, Crit Path Category flip-flop to output port, CP Launch Point next[0], Chip Area, Yosys 304 µm², Fill cells a little under 400, post-synthesis register bit count 8, CP Capture Type output port, Bufs and invs on worst path 1, CTS tree built, max FFs per register 8, Congestion Overflow GR 0
==> Yosys cell counts, drive strengths merged <==
cell	n	area (µm²)
a21oi	3	15.0
buf	1	5.00
dfxtp	8	160
ha	1	12.5
inv	3	11.3
mux2	1	11.3
mux2i	1	10.0
nor2	3	11.3
nor2b	3	18.8
nor3	1	10.0
nor3b	1	12.5
xnor2	3	26.3
==> final cells by class <==
type                    count  area, µm²  area share [%]
repair buffers             25        243            39.0
flip-flops and latches      8        160            25.8
multi-input cells          17        128            20.5
well taps                  46       57.6            9.26
clock buffers               3       22.5            3.62
inverters                   3       11.3            1.81
==> how the worst min path moves through the flow <==
stage | start | endpoint | slack (ns)
4_1_cts | current[7] | next[7] | 0.62
5_1_grt | current[7] | next[7] | 0.61
6_report | current[7] | next[7] | 0.63
==> layer usage <==
metal | up-vias | share of wire (%) | track usage (%)
met5 | - | 0 | 0
met2 | 11 | 53 | 5.62
li1 | 147 | - | -
met1 | 119 | 37 | 2.94
met4 | 0 | 0 | 0.704
met3 | 0 | 9.5 | 2.05
==> kinds of logic (layout without fill, tap and decap cells) <==
| logic type | after synthesis | count (layout) |
|---|---|---|
| adders and majority gates | 1 | 1 |
| DFF | 8 | 8 |
| AOI/OAI and AO/OA | 3 | 3 |
| and+or+nand+nor | 8 | 8 |
| xor gates and xnor gates | 3 | 3 |
| muxes | 2 | 2 |
| buffers and inverters | 4 | 31 |
==> power breakdown <==
part | total [mW] | switching, mW | internal, mW
combinational | 0.0995 | 0.0253 | 0.0742
clock | 0.148 | 0.0629 | 0.0855
sequential | 0.219 | 0.00341 | 0.215
total | 0.467 | 0.0916 | 0.375
==> per-stage QoR <==
stage                     cell area, µm²  cells  hold WS [ns]
after CTS                            622    102         0.620
after global routing                 622    102         0.614
after floorplan                      304     29         0.448
after global placement               599     99         0.882
after detailed placement             599     99         0.887
final                                622    102         0.625
Power is estimated from default activity; no workload was simulated.
