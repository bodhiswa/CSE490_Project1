==> design.v <==
`timescale 1ns / 1ps
module ALU(out, rd_data, rs_data, select);
  input [7:0] rd_data, rs_data;  				 
  input select;
  output reg [7:0] out;
  initial begin
    out = 0;
  end
  always @(*)
    begin
      case(select)
        1'b0: 					 
           out = rs_data + rd_data ; 
        1'b1: 					 
           out = rd_data - rs_data ;
        endcase
    end
endmodule
==> run.sh <==
#!/bin/bash
# OpenROAD 26Q1-2900-gdf79404cd8, Yosys 0.63+post, stock flow scripts
make -C /OpenROAD-flow-scripts/flow DESIGN_CONFIG=/design/flow/config.mk WORK_HOME=/design/flow/orfs finish
==> config.mk <==
export PLATFORM = sky130hd
export DESIGN_NAME = ALU
export DESIGN_NICKNAME = ALU
export VERILOG_FILES = /design/flow/design.v
export SDC_FILE = /design/flow/constraint.sdc
export NUM_CORES = 4
export LEC_CHECK = 1
export CORE_AREA = 10 10 70 70
export DIE_AREA = 0 0 80 80
==> constraint.sdc <==
current_design ALU

set clk_period 6.9
set clk_io_pct 0.2

create_clock -name clk0 -period $clk_period

set non_clock_inputs [all_inputs -no_clocks]
set_input_delay [expr $clk_period * $clk_io_pct] -clock clk0 $non_clock_inputs
set_output_delay [expr $clk_period * $clk_io_pct] -clock clk0 [all_outputs]
==> metrics.csv <==
metric,value,unit
status,"finished, final reports clean",
initial antenna violation count,0,
hold_buf cts,0,
fraction of layout cells with a size suffix above 1,0.05882,
crit path DAT,3970,ps
min Tclk post-route,5345,ps
vias in the first global route,501,
number of antenna diodes,0,
WL per Instance,10.29,um
CP top delay family,buffers and inverters,
num ports,25,
yosys synthesis chip area,466.7,um^2
row count,21,
Buf/Inv on CP,3,
Seq. cell area,0,um^2
max_cap viols,0,
vias,481,
die height,80,um
RePlAce Congestion,0.7318,
# DRC,0,
post-DP HPWL,1223,um
post-CTS sizing,0,
Chip Area,0.006400,mm^2
Die W,80,um
most frequent logic cell in the layout,clkdlybuf4s50_1,
most frequent cells in the layout,"clkdlybuf4s50_1, xnor2_1, inv_1",
Synth Cell Area,466.7,um^2
Slew @ Worst Pin,310.0,ps
capture point of the critical path,out[6],
most used cell along the critical path,clkdlybuf4s50_1,
port bufs,25,
clock share of power,0,
post-DR vias/cell,3.672,
Fillers,405,
initial detailed-routing violation count,14,
first-pass GRT wire length,2152,um
Max Transition Viols Final,0,
Reg power frac,0,
total tool warning count,32,
internal power,0.05508,mW
worst hold slack,3767,ps
post-layout period usage,0.7747,
WP depth,10,
Unique cell types,23,
1st-pass router iterations,4,
P_sw,0.03102,mW
CP required,5520,ps
hold depth,5,
Max-slew headroom,0.7933,
Post-Syn Instances,61,
Final Hold Fails,0,
Critical Path Fanout Max,3,
total gr overflow,0,
P&R area growth vs syn,65.15,%
Startpoint Class,input pin,
GR Util All Layers,0.04046,
ANT nets after route,0,
peak supply drop,0.00003166,V
flip-flops,0,
Routed WL,1348,um
Max Clk Rate,187.1,MHz
Final Setup Violations,0,
Critical Path Source,rs_data[0],
RSZ-0062 raised after global routing,no,
"critical path, cell by cell","clkdlybuf4s50_1, inv_1, ha_1, mux2i_1, fa_1, a21o_1, a21oi_2, nor2b_1, o311ai_2, clkdlybuf4s50_1",
worst stage delay on the critical path,520,ps
core area,0.003416,mm^2
Critical Path Slowest Stage Cell,clkdlybuf4s50_1,
fp_density,0.1366,
PD cells,111.7,mW/mm^2
P_leak,0.3107,nW
"Seq share, synth",0,
ys cells,61,
Mapped Avg Cell Area,7.651,um^2
sum of negative setup slack,0,ps
sw frac,0.3603,
Ys Warns,1,
hold crit path type,input pin to output port,
clock buf count,0,
kind of critical path,input pin to output port,
"Setup Fix Bufs, Post-CTS",0,
crit end category,output port,
Comb power frac,1.000,
pin count of the biggest net entering global routing,8,
layer usage:
| metal | wire length [um] | GRT usage | share of wire |
|---|---|---|---|
| met5 | 0 | 0 | 0 |
| met4 | 0 | 0 | 0 |
| met3 | 125 | 0.01477 | 0.093 |
| met2 | 563 | 0.06260 | 0.42 |
| met1 | 659 | 0.05559 | 0.49 |
stage by stage:
stage | std cells | cell area (um^2) | utilization | total power, mW | setup WS (ps)
floorplan | 61 | 466.7 | - | 0.04131 | 2729
global placement | 131 | 770.7 | 0.2256 | 0.08715 | 1537
detailed placement | 131 | 770.7 | 0.2256 | 0.08754 | 1520
CTS | 131 | 770.7 | 0.2256 | 0.08838 | 1516
global route | 131 | 770.7 | 0.2256 | 0.09696 | 1282
finish | 131 | 770.7 | 0.2256 | 0.08610 | 1555
cell families after synthesis:
| logic type | count (synthesis) | share of synthesized area |
|---|---|---|
| XOR/XNOR | 12 | 0.2252 |
| buffers and inverters | 10 | 0.08042 |
| multiplexers | 1 | 0.02145 |
| AND/OR/NAND/NOR | 16 | 0.2065 |
| adder cells (fa/ha/maj) | 9 | 0.2574 |
| AND-OR/OR-AND | 13 | 0.2091 |
how the worst min path moves through the flow:
stage	startpoint	endpoint	slack [ps]
after global routing	rd_data[0]	out[0]	3820
final	rd_data[0]	out[0]	3770
after CTS	rd_data[0]	out[0]	3780
power by group through the flow:
stage,sequential (mW),combinational [mW],clock (mW)
4_1_cts,0,0.0884,0
5_1_grt,0,0.0970,0
6_report,0,0.0861,0
worst min-delay path, cell delays in order:
cell and delay (ps):
clkdlybuf4s50_1 390, inv_1 60, ha_1 120, inv_1 30, clkdlybuf4s50_1 400
synthesized netlist by cell type:
cell type  instances  area (um^2)
xnor2_1           10        87.58
inv_1              9        33.78
ha_1               8        100.1
nor2_1             5        18.77
a31oi_1            4        25.02
a21oi_1            3        15.01
nor2b_1            3        18.77
nand3b_1           2        15.01
nor3_2             2        20.02
xor2_1             2        17.52
a21o_1             1        7.510
a21oi_2            1        8.760
a221oi_1           1        8.760
and3_1             1        6.260
clkbuf_1           1        3.750
fa_1               1        20.02
mux2i_1            1        10.01
nand2b_1           1        6.260
nor3_1             1        5.000
o2111ai_1          1        8.760
o21a_1             1        7.510
o311ai_2           1        16.27
or2_2              1        6.260
layout make-up:
cell class / instances / area (um^2) / share of cell area
timing repair buffer: 25 / 250.2 / 0.3247
tap: 46 / 57.56 / 0.07468
inverter: 9 / 33.78 / 0.04383
multi-input combinational: 51 / 429.2 / 0.5568
Power figures rest on the tool's default switching activity, not on a simulated workload.
